==> /design/flow/design.v <==
`timescale 1ns / 1ps
module Contador_Control_de_Tiempos(
    input reset,
    input clk,
	 input PB_in,
	 input enable_inicio,   
	 input enable_escribir, 
	 input enable_leer,  
	 input [2:0] estado_m,  
    output [3:0] c_5  
    );
	 reg [5:0] Cuenta_Interna = 0;
	 reg [3:0] Estado = 0;
	 reg posicion = 0;
	 assign c_5 = Estado;
	 always @(posedge clk )
	 if (reset)
	 begin
	    Estado = 0;
       Cuenta_Interna <= 0; 
	 end 
	 else
	 begin
	 begin
	    if ((enable_escribir && PB_in) || enable_inicio || (estado_m==3'd4) )  
		 begin
			 if (posicion == 1)
			 begin
			    posicion <= 0;
			    Estado = 0;
			    Cuenta_Interna <= 0;
			 end
          else 	
          begin			 
		       case (Estado)
			       4'd0: if (Cuenta_Interna == 6'd20 )
                      begin
					          Estado = 4'd1;
						       Cuenta_Interna <= 6'd0;
                      end		
                      else 
                      begin
					          Estado = Estado;
						       Cuenta_Interna <= Cuenta_Interna + 6'd1;
                      end		
					 4'd1: if (Cuenta_Interna == 6'd20 )
							 begin
								 Estado = 4'd2;
								 Cuenta_Interna <= 6'd0;
							 end		
							 else 
							 begin
								 Estado = Estado;
								 Cuenta_Interna <= Cuenta_Interna + 6'd1;
							 end		
					 4'd2: if (Cuenta_Interna == 6'd20 )
							 begin
								 Estado = 4'd3;
								 Cuenta_Interna <= 6'd0;
							 end		
							 else 
							 begin
								 Estado = Estado;
								 Cuenta_Interna <= Cuenta_Interna + 6'd1;
							 end		
					 4'd3: if (Cuenta_Interna == 6'd10)
							 begin
								 Estado = 4'd4;
								 Cuenta_Interna <= 6'd0;
							 end		
							 else 
							 begin
								 Estado = Estado;
								 Cuenta_Interna <= Cuenta_Interna + 6'd1;
							 end	
					 4'd4: if (Cuenta_Interna == 6'd10 )
							 begin
								 Estado = 4'd5;
								 Cuenta_Interna <= 6'd0;
							 end		
							 else 
							 begin
								 Estado = Estado;
								 Cuenta_Interna <= Cuenta_Interna + 6'd1;
							 end					 
					 4'd5: if (Cuenta_Interna == 6'd20 )
							 begin
								 Estado = 4'd6;
								 Cuenta_Interna <= 6'd0;
							 end		
							 else 
							 begin
								 Estado = Estado;
								 Cuenta_Interna <= Cuenta_Interna + 6'd1;
							 end		
					 4'd6: if (Cuenta_Interna == 6'd60 )
							 begin
								 Estado = 4'd7;
								 Cuenta_Interna <= 6'd0;
							 end		
							 else 
							 begin
								 Estado = Estado;
								 Cuenta_Interna <= Cuenta_Interna + 6'd1;
							 end		
					 4'd7: if (Cuenta_Interna == 6'd20 )
							 begin
								 Estado = 4'd8;
								 Cuenta_Interna <= 6'd0;
							 end		
							 else 
							 begin
								 Estado = Estado;
								 Cuenta_Interna <= Cuenta_Interna + 6'd1;
							 end		
					 4'd8: if (Cuenta_Interna == 6'd10 )
							 begin
								 Estado = 4'd9;
								 Cuenta_Interna <= 6'd0;
							 end		
							 else 
							 begin
								 Estado = Estado;
								 Cuenta_Interna <= Cuenta_Interna + 6'd1;
							 end		
					 4'd9: if (Cuenta_Interna == 6'd10 )
							 begin
								 Estado = 4'd10;
								 Cuenta_Interna <= 6'd0;
							 end		
							 else 
							 begin
								 Estado = Estado;
								 Cuenta_Interna <= Cuenta_Interna + 6'd1;
							 end		
					 4'd10: if (Cuenta_Interna == 6'd50 )
							 begin
								 Estado = 4'd11;
								 Cuenta_Interna <= 6'd0;
							 end		
							 else 
							 begin
								 Estado = Estado;
								 Cuenta_Interna <= Cuenta_Interna + 6'd1;
							 end
					 4'd11: if (Cuenta_Interna == 6'd10 )
							 begin
								 Estado = 4'd0;
								 Cuenta_Interna <= 6'd0;
							 end		
							 else 
							 begin
								 Estado = Estado;
								 Cuenta_Interna <= Cuenta_Interna + 6'd1;
							 end	
					 default: begin
									Estado = Estado;
									Cuenta_Interna <= Cuenta_Interna;
								end 	
               endcase	
            end				 
		   end
		 else  
		 if (enable_leer)
		 begin
		    if (posicion == 0)
			 begin
			    posicion <= 1;
			    Estado = 0;
			    Cuenta_Interna <= 0;
			 end
			 else
			 begin
				 case (Estado)
					 4'd0: if (Cuenta_Interna == 6'd20 )
							 begin
								 Estado = 4'd1;
								 Cuenta_Interna <= 6'd0;
							 end		
							 else 
							 begin
								 Estado = Estado;
								 Cuenta_Interna <= Cuenta_Interna + 6'd1;
							 end		
					 4'd1: if (Cuenta_Interna == 6'd20 )
							 begin
								 Estado = 4'd2;
								 Cuenta_Interna <= 6'd0;
							 end		
							 else 
							 begin
								 Estado = Estado;
								 Cuenta_Interna <= Cuenta_Interna + 6'd1;
							 end		
					 4'd2: if (Cuenta_Interna == 6'd20 )
							 begin
								 Estado = 4'd3;
								 Cuenta_Interna <= 6'd0;
							 end		
							 else 
							 begin
								 Estado = Estado;
								 Cuenta_Interna <= Cuenta_Interna + 6'd1;
							 end		
					 4'd3: if (Cuenta_Interna == 6'd10)
							 begin
								 Estado = 4'd4;
								 Cuenta_Interna <= 6'd0;
							 end		
							 else 
							 begin
								 Estado = Estado;
								 Cuenta_Interna <= Cuenta_Interna + 6'd1;
							 end	
					 4'd4: if (Cuenta_Interna == 6'd10 )
							 begin
								 Estado = 4'd5;
								 Cuenta_Interna <= 6'd0;
							 end		
							 else 
							 begin
								 Estado = Estado;
								 Cuenta_Interna <= Cuenta_Interna + 6'd1;
							 end					 
					 4'd5: if (Cuenta_Interna == 6'd20 )
							 begin
								 Estado = 4'd6;
								 Cuenta_Interna <= 6'd0;
							 end		
							 else 
							 begin
								 Estado = Estado;
								 Cuenta_Interna <= Cuenta_Interna + 6'd1;
							 end		
					 4'd6: if (Cuenta_Interna == 6'd60 )
							 begin
								 Estado = 4'd7;
								 Cuenta_Interna <= 6'd0;
							 end		
							 else 
							 begin
								 Estado = Estado;
								 Cuenta_Interna <= Cuenta_Interna + 6'd1;
							 end		
					 4'd7: if (Cuenta_Interna == 6'd20 )
							 begin
								 Estado = 4'd8;
								 Cuenta_Interna <= 6'd0;
							 end		
							 else 
							 begin
								 Estado = Estado;
								 Cuenta_Interna <= Cuenta_Interna + 6'd1;
							 end		
					 4'd8: if (Cuenta_Interna == 6'd10 )
							 begin
								 Estado = 4'd9;
								 Cuenta_Interna <= 6'd0;
							 end		
							 else 
							 begin
								 Estado = Estado;
								 Cuenta_Interna <= Cuenta_Interna + 6'd1;
							 end		
					 4'd9: if (Cuenta_Interna == 6'd10 )
							 begin
								 Estado = 4'd10;
								 Cuenta_Interna <= 6'd0;
							 end		
							 else 
							 begin
								 Estado = Estado;
								 Cuenta_Interna <= Cuenta_Interna + 6'd1;
							 end		
					 4'd10: if (Cuenta_Interna == 6'd50 )
							 begin
								 Estado = 4'd11;
								 Cuenta_Interna <= 6'd0;
							 end		
							 else 
							 begin
								 Estado = Estado;
								 Cuenta_Interna <= Cuenta_Interna + 6'd1;
							 end
					 4'd11: if (Cuenta_Interna == 6'd10 )
							 begin
								 Estado = 4'd0;
								 Cuenta_Interna <= 6'd0;
							 end		
							 else 
							 begin
								 Estado = Estado;
								 Cuenta_Interna <= Cuenta_Interna + 6'd1;
							 end	
					 default: begin
									Estado = Estado;
									Cuenta_Interna <= Cuenta_Interna;
								 end 	
               endcase
            end		
		   end 
			else
         begin
			   Estado = 0;
			   Cuenta_Interna <= 0;
         end	
		end
		end
   endmodule
==> /design/flow/run.sh <==
#!/bin/bash
# OpenROAD 26Q1-2900-gdf79404cd8, Yosys 0.63+post, stock flow scripts
make -C /OpenROAD-flow-scripts/flow DESIGN_CONFIG=/design/flow/config.mk WORK_HOME=/design/flow/orfs finish
==> /design/flow/config.mk <==
export PLATFORM = sky130hd
export DESIGN_NAME = Contador_Control_de_Tiempos
export DESIGN_NICKNAME = Contador_Control_de_Tiempos
export VERILOG_FILES = /design/flow/design.v
export SDC_FILE = /design/flow/constraint.sdc
export NUM_CORES = 4
export LEC_CHECK = 1
export CORE_AREA = 10 10 98 98
export DIE_AREA = 0 0 108 108
==> /design/flow/constraint.sdc <==
current_design Contador_Control_de_Tiempos

set clk_period 4.1
set clk_io_pct 0.2

create_clock -name clk0 -period $clk_period [get_ports {clk}]

set non_clock_inputs [all_inputs -no_clocks]
set_input_delay [expr $clk_period * $clk_io_pct] -clock clk0 $non_clock_inputs
set_output_delay [expr $clk_period * $clk_io_pct] -clock clk0 [all_outputs]
==> out/metrics.cfg <==
[synth]
aoi_share_pct = 29.9
edf_count = 1
synth-xor-area-share_pct = 3.13
netlist_area_um2 = 838
yosys-stat-cells = 107
numSynthFlops = 11
synth_cell_types = 38
simple_gate_share_pct = 27.5
synth_cells = 107
synthTopLogicFamily = AND-OR/OR-AND gates
ys_chip_area_um2 = 838
postSynth.asyncResetShare_pct = 0
synth.avg_cell_area_um2 = 7.83
synth_warnings = 1
synth_seq_share_pct = 27.5
ys_sh_mux_pct = 0
ys_sh_adder_pct = 4.48
flop_cell = dfxtp_1

[final_timing]
max_freq_mhz = 406
skew_ns = 0.000886
finalSetupTns_ns = 0
drv_slew = 0
worst_pin_slew_ns = 0.796
fin_crit_ns = 2.46
hold_viol_final = 0
max_slew_margin_pct = 46.8
finalCritPeriodShare_pct = 60.1
rsz0062_at_grt = no
setup_viol = 0

[place]
port_buffers = 12
place_congestion = 0.781
hpwl_um = 1500
place_area_mm2 = 0.00104

[global_routing]
grt_max_degree = 20
grt_pass1_wl_um = 3600
grt_use_total_pct = 3.55
grt_pass1_vias = 769
grt_overflow_total = 0
antenna_found_initial = 0

[detailed_routing]
vias = 814
drc = 0
drtIter0Drc = 25
wire_per_inst_um = 9.70
drt_first_pass_iters = 4
final_antenna_net_count = 0
drt-total-wl_um = 2100
via_per_inst = 3.77
diodes = 0

[floorplan]
core_util_floorplan_pct = 11.0
core_area_mm2 = 0.00765
rows = 32
die_y_um = 108
ios = 13
chip_area_mm2 = 0.0117
die_x_um = 108

[status]
status = completed

[clock_tree]
clockBufferDepth = 2
cts_num_sinks = 11
post_cts_buffers = 0
cts_hold_buf = 0
cts_tree = done
clk_latency_ns = 0.23
cts_resized = 0
path_clk_slew_ns = 0.05
clock-root-buffer = clkbuf_8
htreeDepth = 1
cts_buffers = 3

[finish]
stdcell_area_mm2 = 0.00109
syn2layout_area_growth_pct = 29.6
fill_cells = 857
drive_above_1_share_pct = 6.14

[worst_setup_path]
timing.rr.start = Cuenta_Interna[0]
reg2reg_to = Cuenta_Interna[5]
path_class = input port to register
worstPathMaxFanout = 10
end_kind = register
start_kind = input port
reg2reg_slack_ns = 1.98
r2r_cells = 7
worst_ep_required_time_ns = 4.18
arrival_ns = 2.54

[min_path]
hold_depth = 2
hold_path.class = register to register
min_to = Cuenta_Interna[0]
hold_path_startpoint = Cuenta_Interna[0]

[pwr]
power_density_mw_per_mm2 = 222
max-vdd-ir-drop_mv = 0.0773
cellLeakagePower_nw = 0.305

[job]
drv_cap = 0
tool_warnings = 27

logic make-up after synthesis:
family	count (synthesis)
simple gates	39
compound gates	37
buf+inv	14
flops	11
xor+xnor	3
fa+ha+maj	3
state kept, by name, summed over array words and instances (netlist names):
name            flops
Cuenta_Interna      6
Estado              4
posicion            1
synth_stat cells, drive strengths merged, types with 2 or more instances:
cell type | number | area, µm²
a211oi | 3 | 22.5
a21oi | 8 | 40.0
a311oi | 2 | 17.5
a31oi | 2 | 12.5
a32o | 3 | 30.0
and3 | 2 | 12.5
buf | 4 | 26.3
clkbuf | 5 | 18.8
dfxtp | 10 | 200
ha | 3 | 37.5
inv | 5 | 18.8
nand2 | 7 | 26.3
nand2b | 2 | 20.0
nand3 | 6 | 30.0
nor2 | 8 | 30.0
nor3 | 2 | 10.0
nor3b | 3 | 22.5
nor4bb | 2 | 20.0
o211ai | 3 | 22.5
o21a | 2 | 15.0
o21ai | 8 | 40.0
or4b | 2 | 23.8
xor2 | 3 | 26.3
routing by layer:
| metal | routed length, µm | part of all wire, % | global-route usage (%) |
|---|---|---|---|
| met3 | 122 | 5.8 | 0.904 |
| met2 | 939 | 45 | 5.39 |
| met1 | 1010 | 48 | 4.96 |
| met4 | 26 | 1.2 | 0.763 |
| met5 | 0 | 0 | 0 |
how the worst max path moves through the flow:
stage	start	end	slack (ns)	cells after the start
5_1_grt	estado_m[1]	Cuenta_Interna[5]	1.43	6
6_report	estado_m[1]	Cuenta_Interna[5]	1.64	6
4_1_cts	estado_m[1]	Cuenta_Interna[3]	1.65	6
cell type report:
cell class | count | area (µm²) | area share (%)
Multi-Input combinational cell | 82 | 544 | 50.1
Sequential cell | 11 | 230 | 21.2
Tap cell | 102 | 128 | 11.8
Timing Repair Buffer | 12 | 120 | 11.1
Clock buffer | 4 | 45.0 | 4.15
Inverter | 5 | 18.8 | 1.73
cell usage in the layout (no fill, tap or decap), types with 3 or more instances in the layout:
cell             count
a32o_1               3
ha_1                 3
clkdlybuf4s50_1     12
o21ai_0              8
a21oi_1              8
nand3_1              6
clkbuf_8             3
dfxtp_1             10
inv_1                5
nand2_1              7
nor3b_1              3
a211oi_1             3
nor2_1               8
o211ai_1             3
xor2_1               3
stage by stage:
| step | total power [mW] | util, % | hold slack, ns | setup WS [ns] | std cells |
|---|---|---|---|---|---|
| floorplan | 0.124 | - | 0.487 | 2.18 | 107 |
| global placement | 0.134 | 13.6 | 0.505 | 1.42 | 212 |
| detailed placement | 0.135 | 13.6 | 0.516 | 1.41 | 212 |
| CTS | 0.244 | 14.2 | 0.519 | 1.65 | 216 |
| global route | 0.253 | 14.2 | 0.559 | 1.43 | 216 |
| finish | 0.241 | 14.2 | 0.518 | 1.64 | 216 |
worst max-delay path, cell delays in order:
cell and delay [ns]:
clkdlybuf4s50_1 0.45, nor2_1 0.04, a221oi_1 0.42, nor2_1 0.07, o21bai_1 0.64, a211oi_1 0.10
power breakdown:
part / internal (mW) / total [mW] / switching (mW)
Sequential: 0.111 / 0.113 / 0.00183
Combinational: 0.0108 / 0.0195 / 0.00876
Clock: 0.0682 / 0.108 / 0.0401
Total: 0.190 / 0.241 / 0.0507
Power is estimated from default activity; no workload was simulated.
